<file path="config.mk">
export PLATFORM = sky130hd
export DESIGN_NAME = seven_seg_disp
export DESIGN_NICKNAME = seven_seg_disp
export VERILOG_FILES = /design/flow/design.v
export SDC_FILE = /design/flow/constraint.sdc
export NUM_CORES = 4
export LEC_CHECK = 1
export CORE_AREA = 10 10 70 70
export DIE_AREA = 0 0 80 80
</file>
<file path="constraint.sdc">
current_design seven_seg_disp

set clk_period 3.6
set clk_io_pct 0.2

create_clock -name clk0 -period $clk_period [get_ports {LED_clk}]

set non_clock_inputs [all_inputs -no_clocks]
set_input_delay [expr $clk_period * $clk_io_pct] -clock clk0 $non_clock_inputs
set_output_delay [expr $clk_period * $clk_io_pct] -clock clk0 [all_outputs]
</file>
<file path="design.v">
`timescale 1ns / 1ps
module seven_seg_disp(
    input  wire LED_clk,
    input  wire [15 : 0] symbol,
    output reg  [7 : 0] symbol_pins, 
    output reg  [3 : 0] position_pins
    );
wire [3 : 0] numbs [3 : 0];
assign numbs[0] = symbol[ 3 : 0];
assign numbs[1] = symbol[ 7 : 4];
assign numbs[2] = symbol[11 : 8];
assign numbs[3] = symbol[15 : 12];      
initial
    begin
    symbol_pins = 0;
    position_pins = 0;
    end
reg [1 : 0] position = 0;
always@(*)
    begin
    position_pins           = 4'b1111;
    position_pins[position] = 0;
    case (numbs[position])
     0: symbol_pins = ~8'b00111111; 
     1: symbol_pins = ~8'b00000110;
     2: symbol_pins = ~8'b01011011;
     3: symbol_pins = ~8'b01001111;
     4: symbol_pins = ~8'b01100110;
     5: symbol_pins = ~8'b01101101;
     6: symbol_pins = ~8'b01111101;
     7: symbol_pins = ~8'b00000111;
     8: symbol_pins = ~8'b01111111;
     9: symbol_pins = ~8'b01101111;
    10: symbol_pins = ~8'b01110111; 
    11: symbol_pins = ~8'b01111010;
    12: symbol_pins = ~8'b00111001;
    13: symbol_pins = ~8'b01011110;
    14: symbol_pins = ~8'b01111001;
    15: symbol_pins = ~8'b01110001;
    endcase
    end
always@(posedge LED_clk)
    begin 
    position <= position + 1;
    end
endmodule
</file>
<file path="run.sh">
#!/bin/bash
# OpenROAD 26Q1-2900-gdf79404cd8, Yosys 0.63+post, stock flow scripts
make -C /OpenROAD-flow-scripts/flow DESIGN_CONFIG=/design/flow/config.mk WORK_HOME=/design/flow/orfs finish
</file>
==> summary.txt <==
On the backend side, the flow ran end to end.

The flow ran to the end, and the final reports show no timing, DRC or antenna violations. OpenSTA, run right after detailed placement, puts the worst setup slack at -30.6 ps. The initial antenna violation count is 0. In this run, the synthesized area fraction spent on AND-OR/OR-AND gates is recorded as 0.165. The overall power of the completed layout stands at around 90 µW.

The signal arrival time at the worst endpoint stands at between 2000 and 3000 ps. The number of warning messages in the yosys log stands at 1. The maximum clock skew at final layout stands at 2.58 ps. Counting endpoints that fail hold in the final report gives 0.

The number of DRC markers after the initial detailed-route iteration stands at 11. The count of cell types in the netlist stands at 20. Per the synth log, the flip-flop and latch total comes to 2.

Per STA, the worst path accumulates the most delay in the family buffers and inverters. After layout, the worst setup slack is about 190 ps. Across the VDD grid, the largest voltage drop is approximately 0.17 mV. The number of cells on the worst hold path is listed as 1. The first global-routing pass estimated ~2500 µm of wire. For this design, the sink count on the clock tree is 2. TritonCTS built the clock tree. The overall die height stands at 80 µm.

The area enclosed by the die boundary stands at approximately 6400 µm². The ratio of total power to cell area stands at about 94 nW/µm². Looking at hold timing, the worst path starts from position[0].

The post-synthesis cell count from yosys stands at around 60. The period utilization stands at 0.947. In the final timing run, aggregate negative setup slack is 0 ps.

The placed cell count stands at ~140. Per the placement log, port buffering inserted 27 buffers. The source-to-sink clock delay at the later pin of the worst-skew pair stands at 220 ps. The gate count of the mapped netlist stands at around 60. The die span in x stands at around 80 µm.

For the worst reg-to-reg path, the startpoint reported by OpenROAD is position[0]. The initial utilization of the core area, before any placement, comes to 0.149. The max-cap violation count stands at 0. The register with the most flip-flops in the layout has 2 of them. For this run, the register share of the synthesized area comes to 0.0786. The flow reports an fmax of 0.293 GHz. The most critical setup path has its startpoint at symbol[9]. The report shows a maximum critical-path fanout of 2.

The worst setup path is launched from an input pin. Averaged over all synthesized cells, the footprint is approximately 8.5 µm². The floorplan has 21 rows. Once placement finished, the instance area stood at 866 µm². Across all register-to-register paths, the minimum setup slack is 2760 ps. The stage logs contain a warning count of 35. STA classifies the critical path endpoint as an output pin. The HPWL after detailed placement stands at ~1300 µm. The area of the placeable core stands at roughly 3400 µm². In this run the number of H-tree levels came out at 1.

The cell-mix breakdown from Yosys lists the adder-cell area share as 0.295. Buffers inserted to repair hold after CTS numbered 0. The largest single stage delay on the critical path is about 460 ps. The leakage power summed over all cells stands at slightly below 0.5 nW. Entering global routing, the biggest net connects 9 pins. The number of standard cells in the layout, taps in and fillers out stands at approximately 140.

Checking hold timing, the worst path is listed with class register to register. The total congestion overflow stands at 0. Of the post-synthesis cell area, the dominant cell type holds 0.295. Per the detail_route report, vias per standard cell equal about 3.8. In this run the critical register-to-register path is captured at position[1].

The via count of the first global-routing pass was 550. The routed wire length stands at approximately 1500 µm. In the final layout, the registers with the most flip-flops are position x2. Subtracting the final worst setup slack from the clock period gives between 3000 and 4000 ps.

The main area contributors are ha_1 (29%), mux2i_1 (22%), inv_1 (9.6%). After routing the design area is ~960 µm². Summed over all routing layers, the global router reports a total usage of 0.0467. The end-of-flow timing check tallies setup violations at 0. The critical path's slowest stage uses the library cell or3_2. Buffers inserted during clock tree synthesis total 3. The layout summary lists the proportion of cells stronger than drive strength 1 as 0.206. The sum of buffers and inverters on the critical path stands at 3. The critical path endpoint has a required time of 2880 ps. The largest register by flop count is position. Per STA, the worst path is made up of clkdlybuf4s50_1 -> a222oi_1 -> mux2i_1 -> buf_4 -> ha_1 -> or3_2 -> o21ai_0 -> dlygate4sd2_1. The count of nets left with antenna violations once routing finished came out at 0.

During I/O placement, the number of pins put on the boundary was 29. The final antenna diode count stands at 0. Looking at the clock tree report, the root buffer type is clkbuf_4. Setup repair after global routing left no endpoint under its margin. The total DRC errors in the routed layout stands at 0. The fraction of the mapped netlist area in simple logic gates stands at 0.0565. Per the synthesis report, the XOR/XNOR share of the synthesized area is 0.0172. The clock passes through at most 2 buffers. In the hold report, the worst path ends at position[0]. By startpoint and endpoint, the worst setup path is classified as input pin to output pin. RePlAce ended its routability-driven mode at a weighted congestion of 0.799.

The area overhead of the layout relative to synthesis stands at 88.5%. The synthesized netlist has a Yosys-reported chip area of between 500 and 600 µm². ha_1 takes more of the synthesized area than any other cell.

The depth of the worst register-to-register path stands at 2. The area fraction in mux cells stands at 0.238. The clock transition at the registers of the reported paths stands at approximately 30 ps. The iteration count recorded for the first detailed-route pass is 5. The total count of max-transition violations in the final report stands at 0. The total vias in the final route stands at 537. The script logs the mean routed wire length per placed instance as 10.8 µm. Before any placement, the netlist area is recorded as between 500 and 600 µm². After synthesis, the largest family of logic cells by area is adder cells.
-- stage by stage --
stage               hold slack [ps]   util
finish                          483  0.281
global route                    522  0.281
CTS                             486  0.263
detailed placement              478  0.253
global placement                465  0.253
floorplan                       443      -
-- area by class of cell --
type	instances	area, µm²
fillers	377	2460
inverters	13	52.6
repair buffers	37	372
multi-input cells	42	415
well taps	46	57.6
flip-flops and latches	2	40.0
clock buffers	3	22.5
-- cell usage after synthesis --
library cell and number:
buf_2 1, a222oi_1 4, ha_1 12, and3_2 1, mux2i_1 11, inv_1 13
xnor2_1 1, buf_4 1, or2_0 1, conb_1 1, a221o_1 1, or3_2 1
buf_6 1, nand2_1 1, dfxtp_1 2, o22ai_1 3, a21oi_1 1, o21ai_0 2
nor2_1 1, mux2_2 1
-- layout by cell type, fill, tap and decap left out --
master,Yosys,layout
a222oi_1,4,4
dlymetal6s2s_1,0,6
o22ai_1,3,3
clkbuf_4,0,3
mux2i_1,11,10
or2_0,1,1
nor2_1,1,1
clkinvlp_4,0,1
mux2i_2,0,1
buf_12,0,1
clkdlybuf4s50_1,0,20
nand2_1,1,1
o21ai_0,2,2
ha_4,0,1
xnor2_1,1,1
mux2_2,1,1
a221o_1,1,1
buf_4,1,9
dfxtp_1,2,2
ha_1,12,10
conb_1,1,1
ha_2,0,1
or3_2,1,1
a21oi_1,1,1
dlygate4sd2_1,0,1
inv_1,13,12
and3_2,1,1
-- kinds of logic (layout without fill, tap and decap cells) --
logic type      after synthesis  in the layout
buf+inv                      16             53
fa+ha+maj                    12             12
mux                          12             12
compound gates               11             11
simple gates                  5              5
flops                         2              2
other cells                   1              1
xor+xnor                      1              1
-- worst max-delay path by stage --
stage         depth (start not counted)  slack, ps             end
CTS                                   9         10  symbol_pins[6]
global route                          8         20  symbol_pins[4]
finish                                8        190  symbol_pins[4]
-- power breakdown --
| group | internal (mW) | switching, mW | total [mW] |
|---|---|---|---|
| clock | 0.0367 | 0.0121 | 0.0488 |
| combinational | 0.0155 | 0.00322 | 0.0187 |
| sequential | 0.0223 | 0 | 0.0223 |
| total | 0.0745 | 0.0153 | 0.0899 |
-- what timing repair did --
item,in CTS,in global routing
resized,3,9
setup endpoints to repair,2,6
pin swaps,1,6
hold endpoints to repair,0,0
buffers inserted,0,3
cloned,0,0
-- metal layers --
layer | GRT usage | wire length (µm) | up-vias
li1 | - | - | 282
met1 | 0.0429 | 533 | 248
met2 | 0.100 | 944 | 7
met3 | 0.00909 | 71 | 0
met4 | 0.00704 | 0 | 0
met5 | 0 | 0 | -
Power is estimated from default activity; no workload was simulated.
