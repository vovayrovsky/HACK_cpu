==> flow/design.v <==
`timescale 1ns / 1ps
module ALU#(
    parameter width = 16
    )(
    input  wire [width - 1 : 0] x,
    input  wire                 zx,
    input  wire                 nx,
    input  wire [width - 1 : 0] y,
    input  wire                 zy,
    input  wire                 ny,
    input  wire                 f,
    input  wire                 no,
    output wire [width - 1 : 0] out,
    output wire                 zr,
    output wire                 ng
    );
wire [width - 1 : 0] directed_x;
wire [width - 1 : 0] directed_y;
wire [width - 1 : 0] out_buf;
input_direct #(width) dir_x (x, zx, nx, directed_x);
input_direct #(width) dir_y (y, zy, ny, directed_y);
assign out_buf = f? directed_x + directed_y : directed_x & directed_y;
assign out     = no? ~out_buf : out_buf;
assign zr      = out == 0;
assign ng      = out < 0;
endmodule
module input_direct#(
    parameter width = 16
    )(
    input  wire [width - 1 : 0] sig,
    input  wire                 zsig,
    input  wire                 nsig,   
    output reg  [width - 1 : 0] out
    );
always@(*)
    begin
    case ({nsig, zsig})
    2'b00: out = sig;
    2'b01: out = 0;
    2'b10: out = ~sig;
    2'b11: out = ~0;
    endcase
    end
endmodule
`timescale 1ns / 1ps
module HACK_CPU
    (
    input  wire clk,
    input  wire reset,
    input  wire [15 : 0] inM,
    input  wire [15 : 0] instruction,
    output wire [15 : 0] outM,
    output wire [14 : 0] addresM,
    output wire          writeM,    
    output wire [14 : 0] pc
    );
wire in_data_select_sig;
wire ALU_input_select_sig;
wire [15 : 0] ALU_res;      assign outM = ALU_res;
wire [15 : 0] ALU_second_op;
wire [15 : 0] A_reg_in;
wire [15 : 0] A_reg_data;   assign addresM = A_reg_data[14 : 0]; 
wire          A_reg_write;
wire [15 : 0] D_reg_data;
wire          D_reg_write;
wire z_D;    
wire n_D;
wire z_second_op;
wire n_second_op;
wire ALU_no;  
wire ALU_f;   
wire ALU_zr;  
wire ALU_ng;  
wire [14 : 0] PC_data;      assign pc = PC_data;
wire PC_load;
wire PC_inc;
mux in_data_select   (  in_data_select_sig, instruction,    ALU_res,      A_reg_in);
mux ALU_input_select (ALU_input_select_sig,         inM, A_reg_data, ALU_second_op);
register A (clk, A_reg_write, A_reg_in, A_reg_data);
register D (clk, D_reg_write,  ALU_res, D_reg_data);
ALU alu (D_reg_data, z_D, n_D, ALU_second_op, z_second_op, n_second_op, ALU_f, ALU_no, ALU_res, ALU_zr, ALU_ng);
counter #(15) PC_module (clk, reset, PC_load, PC_inc, A_reg_data[14 : 0], PC_data);
ControlUnit cu (instruction, ALU_res, z_D, n_D, z_second_op, n_second_op, ALU_no, ALU_f, PC_load, PC_inc,
                in_data_select_sig, ALU_input_select_sig, A_reg_write, D_reg_write, writeM);
endmodule
module ControlUnit
    (
    input  wire [15 : 0] instruction,
    input  wire [15 : 0] ALU_res,
    output reg  z_D,    
    output reg  n_D,
    output reg  z_second_op,
    output reg  n_second_op,
    output reg  ALU_no,
    output reg  ALU_f,
    output reg  PC_load,
    output reg  PC_inc,
    output reg  in_data_select_sig,
    output reg  ALU_input_select_sig,
    output reg  A_reg_write,
    output reg  D_reg_write,
    output reg  writeM
    );
localparam no_jmp = 0;  
localparam    JGT = 1;  
localparam    JEQ = 2;  
localparam    JGE = 3;  
localparam    JLT = 4;  
localparam    JNE = 5;  
localparam    JLE = 6;  
localparam    JMP = 7;  
always@(*)
    begin
    if (!(instruction[15]))
        begin
        in_data_select_sig = 0;
        A_reg_write        = 1;
        D_reg_write        = 0;
        writeM             = 0;
        ALU_input_select_sig = 0;
        z_D         = 0;
        n_D         = 0;
        z_second_op = 0;
        n_second_op = 0;
        ALU_f       = 0;
        ALU_no      = 0;
        PC_load     = 0;
        PC_inc      = 1;
        end
    else
        begin
        in_data_select_sig = 1;
        ALU_input_select_sig = instruction[12];
        z_D         = instruction[11];
        n_D         = instruction[10];
        z_second_op = instruction[9];
        n_second_op = instruction[8];
        ALU_f       = instruction[7];
        ALU_no      = instruction[6];
        A_reg_write = instruction[5];
        D_reg_write = instruction[4];
        writeM      = instruction[3];
        case (instruction[2 : 0])
        no_jmp:  PC_load = 0;
        JGT:    if (ALU_res  > 0) begin PC_load = 1; PC_inc = 0; end else begin PC_load = 0; PC_inc  = 1; end
        JEQ:    if (ALU_res == 0) begin PC_load = 1; PC_inc = 0; end else begin PC_load = 0; PC_inc  = 1; end
        JGE:    if (ALU_res >= 0) begin PC_load = 1; PC_inc = 0; end else begin PC_load = 0; PC_inc  = 1; end
        JLT:    if (ALU_res  < 0) begin PC_load = 1; PC_inc = 0; end else begin PC_load = 0; PC_inc  = 1; end
        JNE:    if (ALU_res != 0) begin PC_load = 1; PC_inc = 0; end else begin PC_load = 0; PC_inc  = 1; end
        JLE:    if (ALU_res <= 0) begin PC_load = 1; PC_inc = 0; end else begin PC_load = 0; PC_inc  = 1; end
        JMP:    PC_load = 1;
        endcase
        end
    end
initial
    begin
    ALU_input_select_sig = 0;
    in_data_select_sig   = 0;
    z_D         = 0;
    n_D         = 0;
    z_second_op = 0;
    n_second_op = 0;
    ALU_f       = 0;
    ALU_no      = 0;
    A_reg_write = 0;
    D_reg_write = 0;
    writeM      = 0;
    PC_load     = 0;
    PC_inc      = 0;
    end
endmodule
`timescale 1ns / 1ps
module counter#(
    parameter width = 16
    )(
    input  wire clk,
    input  wire reset,
    input  wire load,
    input  wire inc,
    input  wire [width - 1 : 0] data,
    output wire [width - 1 : 0] out
    );
reg [width - 1 : 0] store = 0;
always@(posedge clk)
    begin
    if (reset)
        store <= 0;
    else if (load)
        store <= data;
    else if (inc)
        store <= store + 1;
    end
assign out = store;
endmodule
`timescale 1ns / 1ps
module mux#(
    parameter width = 16
    )(
    input  wire select,
    input  wire [width - 1 : 0] a,
    input  wire [width - 1 : 0] b,
    output wire [width - 1 : 0] out    
    );
assign out = select? b : a;
endmodule
`timescale 1ns / 1ps
module register#(
    parameter width = 16
    )(
    input  wire clk,
    input  wire write,
    input  wire [width - 1 : 0] sig,
    output wire [width - 1 : 0] data
    );
reg [width - 1 : 0] storage = 0;
assign data = storage;
always@(posedge clk)
    begin
    storage <= write? sig : storage;
    end
endmodule
==> flow/run.sh <==
#!/bin/bash
# OpenROAD 26Q1-2900-gdf79404cd8, Yosys 0.63+post, stock flow scripts
make -C /OpenROAD-flow-scripts/flow DESIGN_CONFIG=/design/flow/config.mk WORK_HOME=/design/flow/orfs finish
==> flow/config.mk <==
export PLATFORM = sky130hd
export DESIGN_NAME = HACK_CPU
export DESIGN_NICKNAME = HACK_CPU
export VERILOG_FILES = /design/flow/design.v
export SDC_FILE = /design/flow/constraint.sdc
export NUM_CORES = 4
export LEC_CHECK = 1
export CORE_UTILIZATION = 50
==> flow/constraint.sdc <==
current_design HACK_CPU

set clk_period 12.7
set clk_io_pct 0.2

create_clock -name clk0 -period $clk_period [get_ports {clk}]

set non_clock_inputs [all_inputs -no_clocks]
set_input_delay [expr $clk_period * $clk_io_pct] -clock clk0 $non_clock_inputs
set_output_delay [expr $clk_period * $clk_io_pct] -clock clk0 [all_outputs]
==> reports/metrics.yaml <==
sta:
  fin_worst_skew_ns: 0.0113
  untimed_endpoints: 1
  finalHoldViolations: 0
  whs_ns: 0.696
  tightestPinTransition_ns: 0.841
  clock.fmax_mhz: 101
  layout_min_cycle_time_ns: 9.94
  fin_tns_setup_ns: 0
  period_used_share: 0.783
  finalMaxSlewViolations: 0
  setup_violations: 0
  unclocked_regs: 1
  rsz0062_at_grt: "false"
  max_slew_margin: 0.439
clocking:
  cts_made_buffers: 5
  htreeDepth: 2
  cts_tree: "yes"
  root_buffer: "clkbuf_8"
  clk_pin_slew_ns: 0.09
  post_cts_resized: 0
  postCtsSetupBuffers: 0
  hold_buffers: 0
  clock_latency_ns: 0.30
  cts_buffer_depth: 2
final_layout:
  drive_gt1_frac: 0.0845
  areaGrowthSynthToFinish_pct: 19.5
  final_util: 0.626
floorplanning:
  die_w_um: 95.5
  ioPinCount: 81
  rows: 33
  core_area_um2: 8340
  dieArea_um2: 9120
  fp_util: 0.524
  die_h_um: 95.5
power:
  power_frac_comb: 0.447
  power_uw: 575
  ir_worst_vdd_v: 0.0000622
  power.internal_uw: 381
  power_leakage_uw: 0.00198
  share_seq_of_total_power: 0.351
  p_sw_frac: 0.337
  power_density_nw_per_um2: 110
  p_switching_uw: 194
  p_clk_frac: 0.202
logic_synthesis:
  synthTopCellsByCount: "66 x a21oi_1, 53 x nor2_1, 48 x nand2_1, 41 x o21ai_0, 32 x edfxtp_1"
  ys_chip_area_um2: 4370
  ys_ff: 48
  edf_count: 32
  synth.most_common_cell: "a21oi_1"
  synthArstFlopShare: 0
  yosys.area.top_type: "edfxtp_1"
  syn_avg_cell_area_um2: 8.26
  yosys_warnings: 4
  yosys.area.top_type_share: 0.220
  synth_area_um2: 4370
  area_leaders: "edfxtp_1 22%, a21oi_1 7.6%, dfxtp_1 6.9%, ha_1 4.9%, o21ai_0 4.7%"
  synth_top_flop_cell: "edfxtp_1"
  ys_types: 52
  syn_inst: 529
  ys_cells: 529
worst_setup_path:
  r2r_slack_ns: 7.70
  arrival_ns: 7.40
  cp_max_fo: 23
  crit_path_max_incr_delay_ns: 0.93
  cpMaxStageDelayCell: "clkdlybuf4s50_1"
  path_cells: "clkdlybuf4s50_1 > nor2b_1 > buf_4 > and2_1 > a21oi_1 > o21ai_0 > a21oi_1 > ha_1 > inv_1 > fa_1 > nor2b_4 > o31a_2 > o21ai_0 > a21oi_1 > or3_1 > a31oi_1 > xnor2_1 > inv_1 > clkdlybuf4s50_1"
  critPathMostFrequentCell: "a21oi_1"
  worst_r2r_endpoint: "PC_module.store[3]"
  r2r_cells: 17
  required_ns: 10.16
  path_class: "in2out"
  r2r-start: "A.storage[0]"
  end_kind: "primary output"
  cp-start-kind: "primary input"
placed_design:
  dpl.hpwl_mm: 8.27
  port-buffer-count: 80
  place.gp.congestion: 0.927
route:
  avgViaCountPerCell: 5.61
  drt_iter0_markers: 161
  wirelength_mm: 11.1
  drc: 0
  postRouteAntennaNets: 0
  wl_per_cell_um: 16.2
  num_vias: 3846
  n_antenna_cell: 0
  firstDrtPassIters: 5
flow_run:
  warnings: 26
  max_cap_violations: 0
hold_path:
  min_path_type: "reg2reg"
  worstHoldEndpoint: "PC_module.store[12]"
  holdPathStages: 3
  hp-start: "PC_module.store[12]"
global_routing:
  grt_max_degree: 53
  antenna_found_initial: 0
  grt-ovfl-total: 0
  track_usage: 0.261
  grt_pass1_vias: 3548
  grt_pass1_wl_mm: 17.8
run_status:
  outcome: "finished clean"
[power groups by stage]
stage | clock network (uW) | registers [uW] | logic [uW]
after CTS | 120 | 202 | 258
after global routing | 125 | 205 | 289
final | 116 | 202 | 257
[cells in the final DEF, fill, tap and decap left out, types with 12 or more instances in the layout]
master           synthesis  final
nor2b_1                 18     18
nand2_1                 48     48
a21oi_1                 66     66
xor2_1                  21     21
nor2_1                  53     53
edfxtp_1                32     32
dfxtp_1                 15     15
or3_1                   15     15
ha_1                    17     17
xnor2_1                 19     19
clkdlybuf4s50_1          0     79
mux2_2                  18     18
o21ai_0                 41     41
nor3_1                  12     12
[layout make-up]
type                       instances  area, um^2
clock buffer                       8         123
fill                             730        3120
inverter                           9        33.8
multi-input combinational        429        2820
sequential                        48        1280
tap                              105         131
timing repair buffer              86         841
[worst max-delay path, delay by kind of cell]
kind / cells / cell delay [ns]
AOI/OAI and AO/OA: 7 / 1.25
buffers and inverters: 5 / 1.79
xor gates and xnor gates: 1 / 0.22
adders and majority gates: 2 / 0.54
and+or+nand+nor: 4 / 1.07
[sequential cells by signal, summed over array words and instances, names as in the netlist]
signal and cells:
A.storage 16, D.storage 16, PC_module.store 15, cu.PC_inc 1
[stage by stage]
stage / cells / setup slack (ns) / cell area [um^2]
after floorplan: 529 / 4.56 / 4370
after CTS: 685 / 2.80 / 5220
final: 685 / 2.76 / 5220
after global placement: 677 / 2.91 / 5100
after detailed placement: 677 / 2.83 / 5100
after global routing: 685 / 2.37 / 5220
[worst max path at each step]
stage                   from  endpoint  depth (start not counted)
CTS           instruction[8]  outM[12]                         19
global route  instruction[8]  outM[12]                         19
finish        instruction[8]  outM[12]                         19
[cell families (layout without fill, tap and decap cells)]
logic type	after synthesis	in the layout	share of synthesized area
AOI/OAI and AO/OA	151	151	0.202
xor gates and xnor gates	40	40	0.0802
adders and majority gates	18	18	0.0532
buffers and inverters	52	103	0.0636
DFF	47	47	0.289
latches	1	1	0.00343
muxes	35	35	0.0996
and+or+nand+nor	185	185	0.209
[layer usage]
metal | vias up | GRT usage | share of wire
li1 | 1986 | - | -
met1 | 1734 | 0.395 | 0.47
met2 | 124 | 0.414 | 0.45
met3 | 2 | 0.0568 | 0.077
met4 | 0 | 0.0162 | 0.0038
met5 | - | 0 | 0
Power figures rest on the tool's default switching activity, not on a simulated workload.
