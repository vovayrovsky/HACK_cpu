[./design.v]
`timescale 1ns / 1ps
module Screen(
    input  wire VGA_clk,
    input  wire color,
    output wire Hsync,
    output wire Vsync,
    output wire [2 : 0] R,
    output wire [2 : 0] G,
    output wire [1 : 0] B,
    output wire [10 : 0] X_screen,
    output wire [10 : 0] Y_screen 
    );
wire VisibleHorisontal;
wire VisibleVertical;
wire NextLine;
VGAcounter #(640, 16, 48, 96, 800, 10) HorisontalSync (VGA_clk,     1'b1, Hsync, VisibleHorisontal, X_screen, NextLine);
VGAcounter #(480, 10,  2, 33, 525, 10)   VerticalSync (VGA_clk, NextLine, Vsync, VisibleVertical, Y_screen);
assign R = (VisibleHorisontal && VisibleVertical && color)? 3'b111 : 3'b0;
assign G = (VisibleHorisontal && VisibleVertical && color)? 3'b111 : 3'b0;
assign B = (VisibleHorisontal && VisibleVertical && color)? 2'b11 : 2'b0;
endmodule
module VGAcounter#(
    parameter Visible_Area  = 800,
    parameter  Front_Porch  = 40,
    parameter   Back_Porch  = 40,
    parameter   Sync_Pulse  = 128,
    parameter   Whole_Line  = 1056,
    parameter Counter_width = 11     
    )(
    input  wire VGA_clk,
    input  wire CE,
    output reg  Sync,
    output reg  VisibleArea,
    output wire [Counter_width - 1 : 0] coordinate,
    output reg NextLine 
    );
initial 
    begin
    Sync = 1;
    VisibleArea = 1;
    NextLine = 0;
    end
reg [Counter_width - 1 : 0] counter = 0;
assign coordinate = counter;
always@(posedge VGA_clk)
    begin
    if (CE)
        begin
        if (counter == 0)
            begin
            VisibleArea <= 1;
            NextLine <= 0;
            end
        if (counter == Visible_Area - 1)
            begin
            VisibleArea <= 0;
            end
        if (counter == Visible_Area + Front_Porch - 2)
            begin
            Sync        <= 0;
            end
        if (counter == Whole_Line - Back_Porch)
            begin
            Sync        <= 1;
            end
        if (counter == Whole_Line - 1)
            begin
            counter <= 0;
            NextLine <= 1;
            end
        else            
            counter <= counter + 1;
        end
    end
endmodule
[./run.sh]
#!/bin/bash
# OpenROAD 26Q1-2900-gdf79404cd8, Yosys 0.63+post, stock flow scripts
make -C /OpenROAD-flow-scripts/flow DESIGN_CONFIG=/design/flow/config.mk WORK_HOME=/design/flow/orfs finish
[./config.mk]
export PLATFORM = sky130hd
export DESIGN_NAME = Screen
export DESIGN_NICKNAME = Screen
export VERILOG_FILES = /design/flow/design.v
export SDC_FILE = /design/flow/constraint.sdc
export NUM_CORES = 4
export LEC_CHECK = 1
export CORE_AREA = 10 10 93 93
export DIE_AREA = 0 0 103 103
[./constraint.sdc]
current_design Screen

set clk_period 2.9
set clk_io_pct 0.2

create_clock -name clk0 -period $clk_period [get_ports {VGA_clk}]

set non_clock_inputs [all_inputs -no_clocks]
set_input_delay [expr $clk_period * $clk_io_pct] -clock clk0 $non_clock_inputs
set_output_delay [expr $clk_period * $clk_io_pct] -clock clk0 [all_outputs]
==> flow_results.xml <==
<?xml version="1.0" encoding="UTF-8"?>
<metrics>
  <group name="cts">
    <metric name="clock_sink_count" unit="">25</metric>
    <metric name="clkSlewWorstSetupHoldPaths" unit="ps">80</metric>
    <metric name="clk-insertion-delay-late" unit="ps">260</metric>
    <metric name="total_of_hold_buffers_inserted_after_clock_tree_synthesis" unit="">0</metric>
    <metric name="cts_max_level" unit="">1</metric>
    <metric name="clockBufferDepth" unit="">2</metric>
    <metric name="clock_tree.root_cell" unit="">sky130_fd_sc_hd__clkbuf_8</metric>
    <metric name="cts-resized-gates" unit="">0</metric>
    <metric name="tritoncts_clock_tree" unit="">yes</metric>
    <metric name="numCtsBuffers" unit="">3</metric>
    <metric name="cts_setup_buffers" unit="">0</metric>
  </group>
  <group name="floorplan">
    <metric name="floorplan.core_area" unit="mm2">0.006756</metric>
    <metric name="row_count" unit="">30</metric>
    <metric name="floorplan.die_area" unit="mm2">0.01061</metric>
    <metric name="die_width" unit="um">103</metric>
    <metric name="fp_util" unit="%">20.04</metric>
    <metric name="die_h" unit="um">103</metric>
    <metric name="io_pins" unit="">34</metric>
  </group>
  <group name="run_status">
    <metric name="outcome" unit="">complete, no violations</metric>
  </group>
  <group name="final_timing">
    <metric name="setup_viol_count_final" unit="">0</metric>
    <metric name="clock_skew" unit="ps">2.212</metric>
    <metric name="clock.fmax" unit="MHz">411.0</metric>
    <metric name="fin_crit" unit="ps">2433</metric>
    <metric name="final_max_slew_viol_count" unit="">0</metric>
    <metric name="rsz0062_at_grt" unit="">no</metric>
    <metric name="timing.setup.tns" unit="ps">0</metric>
    <metric name="timing.max_slew.rel_slack" unit="%">62.62</metric>
    <metric name="whs" unit="ps">451.5</metric>
    <metric name="setup_ws" unit="ps">467.2</metric>
    <metric name="hold_viol" unit="">0</metric>
    <metric name="min_period_over_period" unit="%">83.89</metric>
    <metric name="timing_worst_slew_pin_value" unit="ps">559.9</metric>
  </group>
  <group name="synth">
    <metric name="synth_flop_count" unit="">25</metric>
    <metric name="ys_chip_area" unit="mm2">0.001354</metric>
    <metric name="synth-main-ff-cell" unit="">sky130_fd_sc_hd__dfxtp_1</metric>
    <metric name="synth_async_sr_flop_share" unit="%">0</metric>
    <metric name="mapped_area" unit="mm2">0.001354</metric>
    <metric name="synthDistinctLibCells" unit="">35</metric>
    <metric name="synth_area_per_cell" unit="um2">9.954</metric>
    <metric name="post-synth-top-area-cell" unit="">sky130_fd_sc_hd__edfxtp_1</metric>
    <metric name="synth_sequential_area_ratio" unit="%">45.84</metric>
    <metric name="synthCells" unit="">136</metric>
    <metric name="synthTopCellsByCount" unit="">13 x sky130_fd_sc_hd__dfxtp_1, 12 x sky130_fd_sc_hd__edfxtp_1, 11 x sky130_fd_sc_hd__inv_1</metric>
    <metric name="synthMostInstantiatedCell" unit="">sky130_fd_sc_hd__dfxtp_1</metric>
    <metric name="synthDominantCellAreaShare" unit="%">26.62</metric>
    <metric name="ys_cells" unit="">136</metric>
    <metric name="yosys_warnings" unit="">4</metric>
    <metric name="area_leaders" unit="">sky130_fd_sc_hd__edfxtp_1 27%, sky130_fd_sc_hd__dfxtp_1 19%, sky130_fd_sc_hd__buf_4 5.0%</metric>
    <metric name="edf_count" unit="">12</metric>
  </group>
  <group name="global_route">
    <metric name="track_usage" unit="%">5.183</metric>
    <metric name="number_of_global_route_vias_before_repair" unit="">946</metric>
    <metric name="grt_pass1_wl" unit="mm">4.574</metric>
    <metric name="grt_antenna_before_repair" unit="">0</metric>
    <metric name="grt_overflow_total" unit="">0</metric>
    <metric name="largest_net_degree_at_the_start_of_global_routing" unit="">14</metric>
  </group>
  <group name="route">
    <metric name="via_count" unit="">992</metric>
    <metric name="route.antenna.diode_count" unit="">0</metric>
    <metric name="post_route_drc" unit="">0</metric>
    <metric name="route.antenna.remaining_nets" unit="">0</metric>
    <metric name="routed_wl" unit="mm">2.833</metric>
    <metric name="drt-vias-per-instance" unit="">4.133</metric>
    <metric name="drt-initial-drc-count" unit="">126</metric>
    <metric name="wl_per_cell" unit="um">11.80</metric>
    <metric name="drtPass1Iterations" unit="">4</metric>
  </group>
  <group name="worst_setup_path">
    <metric name="critical_setup_path_class" unit="">input pin to output port</metric>
    <metric name="critPathMaxFanout" unit="">8</metric>
    <metric name="endpoint_kind_of_the_worst_setup_timing_path" unit="">output port</metric>
    <metric name="worstPathArrival" unit="ps">1850</metric>
    <metric name="crit_required" unit="ps">2320</metric>
    <metric name="crit_path_start_kind" unit="">input pin</metric>
  </group>
  <group name="final_layout">
    <metric name="count_of_filler_cells_inserted_in_the_layout" unit="">720</metric>
    <metric name="final-seq-area" unit="um2">620.6</metric>
    <metric name="area_growth_syn_to_layout" unit="%">28.19</metric>
    <metric name="finalCoreUtilization" unit="%">25.69</metric>
    <metric name="drive_gt1_share" unit="%">5.625</metric>
    <metric name="multi_input_comb_area" unit="um2">616.8</metric>
    <metric name="final_cell_area" unit="mm2">0.001735</metric>
  </group>
  <group name="flow_run">
    <metric name="warnings" unit="">28</metric>
    <metric name="max_cap_violations" unit="">0</metric>
  </group>
  <group name="place">
    <metric name="io_buffers" unit="">31</metric>
    <metric name="placement.setup.worst_slack" unit="ps">447.3</metric>
    <metric name="detailed_placement_hpwl" unit="mm">2.127</metric>
    <metric name="postPlaceCellArea" unit="mm2">0.001689</metric>
    <metric name="finalWeightedCongestion" unit="">0.7878</metric>
  </group>
  <group name="power_and_ir_drop">
    <metric name="cellPowerDensity" unit="mW/mm2">330.9</metric>
    <metric name="p_leak" unit="nW">0.6502</metric>
    <metric name="ir_drop" unit="uV">134.3</metric>
  </group>
  <group name="min_path">
    <metric name="hold_path.class" unit="">register to register</metric>
  </group>
</metrics>
## path summary, 6_finish.rpt
kind	to	slack [ps]	cells after the start	start
setup / recovery	R[2]	470	3	color
hold / removal	HorisontalSync.VisibleArea	450	2	HorisontalSync.VisibleArea
setup reg to reg	VerticalSync.counter[3]	1020	3	VerticalSync.counter[5]
hold reg to reg	HorisontalSync.VisibleArea	450	2	HorisontalSync.VisibleArea
## state kept, by name, indices dropped and copies added, names as in the netlist
signal / cells
HorisontalSync.counter: 10
HorisontalSync.NextLine: 1
VerticalSync.VisibleArea: 1
VerticalSync.Sync: 1
VerticalSync.counter: 10
HorisontalSync.VisibleArea: 1
HorisontalSync.Sync: 1
## power breakdown
group | internal, mW | switching [mW] | total [mW] | leakage [nW]
clock | 0.101 | 0.106 | 0.207 | 0.0257
sequential | 0.366 | 0 | 0.366 | 0.244
combinational | 0.00116 | 0.000318 | 0.00148 | 0.380
total | 0.468 | 0.106 | 0.574 | 0.650
## critical path, stage by stage
cell and delay [ps]:
sky130_fd_sc_hd__clkdlybuf4s50_1 460, sky130_fd_sc_hd__and3_1 290, sky130_fd_sc_hd__clkdlybuf4s50_1 520
## cell type report
| type | count | area share [%] |
|---|---|---|
| Clock buffer | 4 | 2.668 |
| Inverter | 11 | 2.379 |
| Multi-Input combinational cell | 89 | 35.54 |
| Sequential cell | 25 | 35.76 |
| Tap cell | 80 | 5.768 |
| Timing Repair Buffer | 31 | 17.88 |
## through the flow
step / total power [mW] / instances
finish: 0.5743 / 240
global route: 0.5996 / 240
CTS: 0.5856 / 240
detailed placement: 0.3756 / 236
global placement: 0.3756 / 236
floorplan: 0.3759 / 137
## cells in the final DEF, fill, tap and decap left out, types with 2 or more instances in the layout
cell type                         Yosys  layout
sky130_fd_sc_hd__nand2_1              8       8
sky130_fd_sc_hd__edfxtp_1            12      12
sky130_fd_sc_hd__o31ai_1              2       2
sky130_fd_sc_hd__ha_1                 5       5
sky130_fd_sc_hd__dfxtp_1             13      13
sky130_fd_sc_hd__a21oi_1              5       5
sky130_fd_sc_hd__nand4_1              5       5
sky130_fd_sc_hd__or4_1                2       2
sky130_fd_sc_hd__inv_1               11      11
sky130_fd_sc_hd__or3_1                5       5
sky130_fd_sc_hd__o21ai_0              2       2
sky130_fd_sc_hd__nor2b_1              2       2
sky130_fd_sc_hd__o21a_1               2       2
sky130_fd_sc_hd__nor4_4               2       2
sky130_fd_sc_hd__nand3_1              8       8
sky130_fd_sc_hd__nor3_1               4       4
sky130_fd_sc_hd__xor2_1               7       7
sky130_fd_sc_hd__conb_1               1       2
sky130_fd_sc_hd__clkdlybuf4s50_1      0      31
sky130_fd_sc_hd__xnor2_1              5       5
sky130_fd_sc_hd__clkbuf_8             0       3
sky130_fd_sc_hd__o41ai_1              2       2
sky130_fd_sc_hd__nor2_1               9       9
## logic make-up (layout without fill, tap and decap cells)
family / Yosys count / count (layout) / synth area share, %
XOR/XNOR: 12 / 12 / 7.763
adder cells (fa/ha/maj): 5 / 5 / 4.621
buffers and inverters: 23 / 46 / 8.872
AND-OR/OR-AND: 14 / 14 / 6.654
flip-flops: 25 / 25 / 45.84
other: 1 / 2 / 0.2770
AND/OR/NAND/NOR: 56 / 56 / 25.97
## per-layer routing
metal  GRT usage [%]  vias to the layer above  wire length, um
met1           6.780                      456             1316
met2           8.337                       18             1287
met3           1.422                        2              192
met4           1.283                        0               37
li1                -                      516                -
met5               0                        -                0
No activity file was given, so power comes from the tool's default toggle rates.
